`/design/flow/config.mk`:
```
export PLATFORM = sky130hd
export DESIGN_NAME = CSCE611_lab_alu
export DESIGN_NICKNAME = CSCE611_lab_alu
export VERILOG_FILES = /design/flow/design.v
export SDC_FILE = /design/flow/constraint.sdc
export NUM_CORES = 4
export LEC_CHECK = 1
export CORE_UTILIZATION = 50
```
`/design/flow/constraint.sdc`:
```
current_design CSCE611_lab_alu

set clk_period 9.2
set clk_io_pct 0.2

create_clock -name clk0 -period $clk_period

set non_clock_inputs [all_inputs -no_clocks]
set_input_delay [expr $clk_period * $clk_io_pct] -clock clk0 $non_clock_inputs
set_output_delay [expr $clk_period * $clk_io_pct] -clock clk0 [all_outputs]
```
`/design/flow/design.v`:
```
module CSCE611_lab_alu(
	input 		          		CLOCK_50,
	input 		          		CLOCK2_50,
	input 		          		CLOCK3_50,
	input 		     [3:0]		KEY,
	input 		    [17:0]		SW,
	output		     [6:0]		HEX0,
	output		     [6:0]		HEX1,
	output		     [6:0]		HEX2,
	output		     [6:0]		HEX3,
	output		     [6:0]		HEX4,
	output		     [6:0]		HEX5,
	output		     [6:0]		HEX6,
	output		     [6:0]		HEX7
);
logic  [31:0] NC_hi;
logic         NC_zero;
logic  [31:0] hexoutput;
hexdriver h7 (hexoutput[31:28], HEX7);
hexdriver h6 (hexoutput[27:24], HEX6);
hexdriver h5 (hexoutput[23:20], HEX5);
hexdriver h4 (hexoutput[19:16], HEX4);
hexdriver h3 (hexoutput[15:12], HEX3);
hexdriver h2 (hexoutput[11:8],  HEX2);
hexdriver h1 (hexoutput[7:4],   HEX1);
hexdriver h0 (hexoutput[3:0],   HEX0);
alu alu0 (
	.a    (SW[17:9] ),
	.b    (SW[8:0]  ),
	.op   (KEY      ),
	.shamt(5'h0     ),
	.hi   (NC_hi    ),
	.lo   (hexoutput),
	.zero (NC_zero  )
);
endmodule
module hexdriver (input [3:0] val, output reg [6:0] HEX);
	always_comb
	case(val)
		0: HEX = 7'h40;  
		1: HEX = 7'h79;  
		2: HEX = 7'h24;
		3: HEX = 7'h30;
		4: HEX = 7'h19;
		5: HEX = 7'h12;
		6: HEX = 7'h02;
		7: HEX = 7'h78;
		8: HEX = 7'h00;
		9: HEX = 7'h10;
		10: HEX = 7'h08;
		11: HEX = 7'h03;
		12: HEX = 7'h46;
		13: HEX = 7'h21;
		14: HEX = 7'h06;
		15: HEX = 7'h0E;
		default: HEX = 7'h7F;
	endcase
endmodule
module alu (input [31:0] a,b, input[3:0] op,
                       input [4:0] shamt,
                       output reg [31:0] hi,lo,
                       output zero);
wire [32:0] diff = {1'b0,a}+{1'b0,~b}+32'b1;
assign zero = lo==32'd0 ? 1'b1 : 1'b0;
always @(*) begin
	hi = 32'b0;
	lo = 32'b0;
	casez (op)
	4'b01_00: lo = a+b;  
	4'b01_01: lo = a-b;  
	4'b01_10: {hi,lo} = $signed(a)*$signed(b);
	4'b01_11: {hi,lo} = a*b;
	4'b10_00: lo = b << shamt;  
	4'b10_01: lo = b >> shamt;  
	4'b10_1?: lo = $signed(b) >>> shamt;  
	4'b11_00:   
	if (a[31] & ~b[31])
		lo = 32'b1;  
	else
		if (a[31] == b[31] & diff[31])  
			lo = 32'b1;
		else lo = 32'b0;
	4'b11_??:
		if (~diff[32]) lo = 32'b1;  
		else lo = 32'b0;
	4'b00_00: lo = a & b;  
	4'b00_01: lo = a | b;  
	4'b00_10: lo = ~(a | b);  
	4'b00_11: lo = a ^ b;  
	endcase  
	end  
endmodule
```
`/design/flow/run.sh`:
```
#!/bin/bash
# OpenROAD 26Q1-2900-gdf79404cd8, Yosys 0.63+post, stock flow scripts
make -C /OpenROAD-flow-scripts/flow DESIGN_CONFIG=/design/flow/config.mk WORK_HOME=/design/flow/orfs finish
```
==> impl_metrics.yaml <==
# synthesis and place-and-route metrics
setup_path:
  cp_max_fo: 6
  cp_common_cell: "buf_4"
  arrival_ps: 7210
  crit_path_start_kind: "input pin"
  required_ps: 7360
  critPathKind: "input pin to output port"
  crit_slowest_cell: "fa_1"
  critical_path.startpoint: "SW[12]"
  crit_chain: "clkdlybuf4s50_1 > buf_6 > buf_4 > nand2_1 > fa_1 > inv_1 > fa_1 > ha_1 > fa_1 > inv_1 > fa_2 > nor2b_2 > o31a_1 > buf_4 > a211oi_1 > buf_4 > a211oi_4 > buf_4 > buf_4 > ha_1 > nor3b_1 > a21o_1 > clkdlybuf4s50_1"
  crit_path_end_kind: "output port"
  slowest_delay_ps: 580
placement:
  globalplace.congestion: 0.924
  dp_hpwl_mm: 12.6
  post_dp_cell_area_um2: 6710
  dp_cells: 973
  place_ws_ps: -189
  io_buffers: 69
final_layout:
  finalInstanceArea_um2: 7070
  fin_util: 0.675
  lay_top_count: "inv_1"
  final_cells: 981
  nClkBuffers: 0
  final_cell_mix: "inv_1, buf_4, nand2_1, ha_1, clkdlybuf4s50_1"
  ff_latch_area_um2: 0
  drive_gt1_frac: 0.199
  flop-count: 0
  area_delta_synth_final_pct: 28.7
global_route:
  antenna_found_initial: 0
  grt_pass1_wl_mm: 24.7
  grt_usage: 0.283
  grt-busiest-layer: "met2"
  grt_max_degree: 33
  use_met1: 0.414
  use_met2: 0.459
  grt_overflow_total: 0
  grt_use_met3: 0.0670
  grt_pass1_vias: 5088
timing:
  fmax_ghz: 0.111
  fin_crit_sh: 0.983
  setup_viol: 0
  finalMaxSlewViolations: 0
  worst_slack_ps: 153
  hold_ws_ps: 4920
  rsz0062_at_grt: "true"
  period_minus_slack_ps: 9050
  worstMarginPinSlew_ps: 705
  maxSlewHeadroom: 0.528
  final.setup.tns_ps: 0
  hold_viol: 0
power_and_ir_drop:
  power_density_nw_per_um2: 167
  leakage_nw: 3.45
  ir_worst_vdd_uv: 328
  power.total_mw: 1.18
drt:
  vias: 5321
  drtIter0Drc: 340
  drtPass1Iterations: 6
  wirelength_mm: 15.3
  ant_nets: 0
  via_per_inst: 5.42
  wl_per_cell_um: 15.6
  route.detailed.drc: 0
  diodes: 0
logic_synthesis:
  yosysChipArea_um2: 5490
  yosysWarnings: 4
  syn_area_per_cell_um2: 7.58
  synthCells: 724
  synth_area_um2: 5490
  synthDistinctLibCells: 78
  yosys-stat-cells: 724
  synth-seq-area-share: 0
floorplanning:
  coreArea_um2: 10500
  die_height_um: 107
  fp_util: 0.525
  die_w_um: 107
  chipArea_um2: 11400
  top_level_ports: 81
  fp-row-count: 37
hold_path:
  min_from: "SW[0]"
  hold_class: "input pin to output port"
  whs_endpoint: "HEX0[4]"
  min_path_cells: 7
flow_run:
  openroad.warnings: 74
  maxCapViolCount: 0
cts:
  cts_hold_buf: 0
run_status:
  outcome: "completed"
worst max-delay path, delay by kind of cell:
family / cells / cell delay, ps
adders and majority gates: 6 / 2430
buffers and inverters: 10 / 1860
AOI/OAI and AO/OA: 4 / 800
and+or+nand+nor: 3 / 270
timing repair:
item / in CTS / in global routing
gates resized: 35 / 40
setup buffers: 5 / 3
pin swaps: 7 / 11
setup endpoints to repair: 14 / 19
where the power goes:
part | internal, mW | leakage, nW | total [mW] | switching, mW
logic | 0.595 | 3.45 | 1.18 | 0.582
registers | 0 | 0 | 0 | 0
clock network | 0 | 0 | 0 | 0
total | 0.595 | 3.45 | 1.18 | 0.582
final cells by class:
type | count | area, µm²
timing repair buffer | 165 | 1440
inverter | 117 | 442
multi-input combinational | 563 | 5010
tap | 136 | 170
fill | 859 | 3400
Yosys cell counts, types with 9 or more instances:
master,number,share of area
nor3_1,12,0.011
nor2_1,53,0.036
inv_1,113,0.077
o21ai_0,26,0.024
nand2b_1,9,0.010
o22ai_1,10,0.011
buf_4,23,0.031
a21oi_1,42,0.038
clkbuf_1,11,0.0075
nand2_1,83,0.057
mux2i_1,28,0.051
xnor2_1,10,0.016
ha_1,88,0.20
fa_1,53,0.19
nand3_1,16,0.015
worst max path at each step:
| stage | to | depth (start not counted) |
|---|---|---|
| after CTS | HEX3[2] | 22 |
| after global routing | HEX2[4] | 24 |
| final | HEX2[4] | 23 |
cells by family after synthesis:
family,count (synthesis),share of synthesized area
and+or+nand+nor,208,0.176
other,1,0.000683
buffers and inverters,169,0.142
adders and majority gates,141,0.394
AOI/OAI and AO/OA,159,0.207
muxes,29,0.0531
xor gates and xnor gates,17,0.0271
metal layers:
layer | part of all wire | wire length [µm] | up-vias
li1 | - | - | 2642
met1 | 0.45 | 6880 | 2499
met2 | 0.47 | 7120 | 174
met3 | 0.078 | 1190 | 6
met4 | 0.0065 | 100 | 0
met5 | 0 | 0 | -
Power is estimated from default activity; no workload was simulated.
