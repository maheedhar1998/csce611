`flow/design.v`:
```
module cnt6 (input clk,rst,en_up,en_down,output logic [5:0] cnt);
	always_ff @(posedge clk) begin
		if (rst) cnt <= 0;
		else if (en_up) cnt <= cnt+6'b1;
		else if (en_down) cnt <= cnt-6'b1;
	end
endmodule 
```
`flow/run.sh`:
```
#!/bin/bash
# OpenROAD 26Q1-2900-gdf79404cd8, Yosys 0.63+post, stock flow scripts
make -C /OpenROAD-flow-scripts/flow DESIGN_CONFIG=/design/flow/config.mk WORK_HOME=/design/flow/orfs finish
```
`flow/config.mk`:
```
export PLATFORM = sky130hd
export DESIGN_NAME = cnt6
export DESIGN_NICKNAME = cnt6
export VERILOG_FILES = /design/flow/design.v
export SDC_FILE = /design/flow/constraint.sdc
export NUM_CORES = 4
export LEC_CHECK = 1
export CORE_AREA = 10 10 70 70
export DIE_AREA = 0 0 80 80
```
`flow/constraint.sdc`:
```
current_design cnt6

set clk_period 3.1
set clk_io_pct 0.2

create_clock -name clk0 -period $clk_period [get_ports {clk}]

set non_clock_inputs [all_inputs -no_clocks]
set_input_delay [expr $clk_period * $clk_io_pct] -clock clk0 $non_clock_inputs
set_output_delay [expr $clk_period * $clk_io_pct] -clock clk0 [all_outputs]
```
==> results.cfg <==
; implementation run metrics
[worst_setup_path]
critical_path_arrival_ns = 2.57
path_class = primary input to flip-flop
worstPathMaxFanout = 6
path_cells = clkdlybuf4s50_1, inv_1, ha_1, a211o_1, and4_1, nor4_1, nor3_2
setup.worst_path.end_class = flip-flop
cp_slowest_cell = clkdlybuf4s50_1
path_buffers = 2
critPathRequiredTime_ns = 3.22
start_kind = primary input
crit_path_max_incr_delay_ns = 0.57
path_delay_family = buffers and inverters

[die]
io_pins = 10
die_area_um2 = 6400
fp.coreArea_um2 = 3420
die_x_um = 80
die_h_um = 80
floorplan.core_util_pct = 12.1
core.rowCount = 21

[clocking]
cts_buffer_depth = 2
numCtsBuffers = 3
ctsHoldBuffers = 0
cts_tree = yes
cts_setup_buffers = 0
cts.sink_count = 6
path_clk_slew_ns = 0.05
cts-root-buf = clkbuf_4
ctsResizeCount = 0
htreeDepth = 1
clk_latency_ns = 0.24

[route]
dr_wl_met2_um = 396
met3_length_um = 56
first_iter_violations = 1
route.vias.total = 364
dr.pass1.iters = 2
diodes = 0
drt-wirelength-per-cell_um = 9.79
avgViaCountPerCell = 3.60
wirelength_um = 989
antenna_left = 0
wl_met1_um = 535
drc = 0
topRoutingLayerUsed = met3

[yosys]
avgSynthCellArea_um2 = 9.41
yosys_warnings = 1
syn_area_um2 = 414
synthCells = 44
ys_sh_adder_pct = 16.9
synthAoiAreaFrac_pct = 27.8
logic_family = AND-OR/OR-AND gates
yosys_cells = 44
synth-seq-cells = 6
ys_seq_share_pct = 29.0
simple_gate_area_share_pct = 19.3
xor_area_share_pct = 4.23
mux_share_pct = 0
ys_area_um2 = 414
synth_cell_types = 25

[final_timing]
layout_worst_path_cycle_share_pct = 78.9
fin_skew_ns = 0.000390
max_slew.worst_pin.slew_ns = 0.368
period_minus_slack_ns = 2.44
tns_ns = 0
maxSlewHeadroom_pct = 75.5
setup_viol_count_final = 0
rsz0062_at_grt = false
finalMaxSlewViolations = 0
final-hold-violation-count = 0
fin_ws_ns = 0.655
max_freq_ghz = 0.409

[placement]
dp.final_hpwl_um = 786
place.gp.congestion = 0.818
place_ws_ns = 0.399
port_buffers = 9
dp_cells = 98

[finish]
area_growth_pct = 40.2
final_layout_top_logic_cell = clkdlybuf4s50_1
max_flop_register = cnt
post_route_cells_drive_above_1_share_pct = 12.7
final_cell_mix = clkdlybuf4s50_1, dfxtp_1, a21oi_1, ha_1
top_regs = cnt x6
stdcell_count = 101
largest_reg_flops = 6

[global_route]
grt_max_degree = 10
antenna_found_initial = 0
grt_pass1_vias = 366
grt_overflow = 0
grt_use_total_pct = 3.25
grt_pass1_wl_um = 1700

[power_and_ir_drop]
ir_drop_v = 0.000153
power.density_nw_per_um2 = 531
leakage_nw = 0.236

[run]
tool_warnings = 25
cap_violations = 0

[hold_path]
hp-class = flip-flop to flip-flop

[status]
status = finished clean
## final timing paths
path,start,endpoint,slack (ns),cells past startpoint
setup / recovery,en_up,cnt[5],0.66,7
setup reg to reg,cnt[0],cnt[4],1.46,5
hold reg to reg,cnt[3],cnt[3],0.48,2
hold / removal,cnt[3],cnt[3],0.48,2
## per-stage QoR
stage	instance area [µm²]	util, %	hold WS, ns	total power [mW]
after floorplan	414	-	0.436	0.186
after global placement	558	16.3	0.472	0.234
after detailed placement	558	16.3	0.473	0.236
after CTS	581	17.0	0.483	0.313
after global routing	581	17.0	0.498	0.335
final	581	17.0	0.483	0.308
## report_power, final
part	internal [mW]	switching (mW)
clock	0.0440	0.0307
combinational	0.0739	0.0525
sequential	0.0925	0.0144
## worst register-to-register path, stage by stage (launching register included)
cell     delay, ns
dfxtp_1       0.36
fa_1          0.44
a21o_1        0.17
a21oi_1       0.17
nor4_1        0.07
a311o_1       0.32
## Yosys cell counts
cell type	n	area share, %
dfxtp_1	6	29
a21oi_1	5	6.0
ha_1	4	12
nor2_1	3	2.7
a211o_1	2	4.2
a21o_1	2	3.6
inv_1	2	1.8
nand2_1	2	1.8
nor4_1	2	3.0
a211oi_1	1	1.8
a211oi_2	1	3.0
a311o_1	1	2.4
and4_1	1	2.1
and4bb_1	1	3.0
buf_1	1	0.91
fa_1	1	4.8
nor2_2	1	1.5
nor3_2	1	2.4
o21a_1	1	1.8
o21ai_0	1	1.2
o22ai_1	1	1.5
o31a_1	1	2.1
or3b_4	1	2.7
xnor2_1	1	2.1
xor2_1	1	2.1
## routing by layer
metal / GRT usage, % / up-vias
li1: - / 194
met5: 0 / -
met3: 1.25 / 0
met4: 0.528 / 0
met2: 4.41 / 6
met1: 4.74 / 164
## cells by family (layout without fill, tap and decap cells)
kind of cell,after synthesis,in the layout
compound gates,16,16
simple gates,12,12
flops,6,6
fa+ha+maj,5,5
buf+inv,3,14
xor+xnor,2,2
## layout make-up
| class | instances | area [µm²] |
|---|---|---|
| Timing Repair Buffer | 9 | 90.1 |
| Multi-Input combinational cell | 35 | 283 |
| Tap cell | 46 | 57.6 |
| Inverter | 2 | 7.51 |
| Sequential cell | 6 | 120 |
| Clock buffer | 3 | 22.5 |
| Fill cell | 393 | 2840 |
No activity file was given, so power comes from the tool's default toggle rates.
